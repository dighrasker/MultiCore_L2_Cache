$ cat design/flow/design.v
module memDP
  #(parameter WIDTH      = 32,
    parameter DEPTH      = 32,
    parameter READ_PORTS = 1,
    parameter BYPASS_EN  = 0    
   )
   ( 
    input                                            clock,
    input                                            reset,
    input        [READ_PORTS-1:0]                    re,      
    input        [READ_PORTS-1:0][$clog2(DEPTH)-1:0] raddr,   
    output logic [READ_PORTS-1:0][WIDTH        -1:0] rdata,   
    input                                            we,      
    input                       [$clog2(DEPTH)-1:0]  waddr,   
    input                       [WIDTH        -1:0]  wdata    
   );
logic [DEPTH-1:0][WIDTH-1:0]  memData;
genvar i;
generate
    for (i = 0; i < READ_PORTS; i++) begin
        always_comb begin
            if (BYPASS_EN != 0) begin : bypass_path
                if (re[i]) begin
                    if (we && (raddr[i] == waddr))
                        rdata[i] = wdata;
                    else
                        rdata[i] = memData[raddr[i]];  
                end else begin
                    rdata[i] = '0;
                end
            end else begin : non_bypass_path
                rdata[i] = re[i] ? memData[raddr[i]] : '0;
            end
        end
    end
endgenerate
always_ff @(posedge clock) begin
    if (reset) begin
        memData        <= '0;
    end else if (we) begin
        memData[waddr] <= wdata;  
    end
end
endmodule
$ cat design/flow/run.sh
#!/bin/bash
# OpenROAD 26Q1-2900-gdf79404cd8, Yosys 0.63+post, stock flow scripts
make -C /OpenROAD-flow-scripts/flow DESIGN_CONFIG=/design/flow/config.mk WORK_HOME=/design/flow/orfs finish
$ cat design/flow/constraint.sdc
current_design memDP

set clk_period 26.9
set clk_io_pct 0.2

create_clock -name clk0 -period $clk_period [get_ports {clock}]

set non_clock_inputs [all_inputs -no_clocks]
set_input_delay [expr $clk_period * $clk_io_pct] -clock clk0 $non_clock_inputs
set_output_delay [expr $clk_period * $clk_io_pct] -clock clk0 [all_outputs]
$ cat design/flow/config.mk
export PLATFORM = sky130hd
export DESIGN_NAME = memDP
export DESIGN_NICKNAME = memDP
export VERILOG_FILES = /design/flow/design.v
export SDC_FILE = /design/flow/constraint.sdc
export NUM_CORES = 4
export LEC_CHECK = 1
export CORE_UTILIZATION = 50
==> results_dict.tcl <==
# implementation run metrics
set metrics [dict create \
    worst_hold_path_type "reg2reg" \
    synth_top_area_share 0.421 \
    yosysTopAreaCell "dfxtp_1" \
    viasPerCell 7.16 \
    dr.pass1.iters 9 \
    path_max_fanout 51 \
    die-area_um2 98500 \
    drt_iter0_markers 4823 \
    ys_seq_elements 1024 \
    common_cells "1024 x dfxtp_1, 804 x a21oi_1, 539 x clkbuf_1" \
    register_area_um2 20500 \
    grt_overflow 0 \
    status "complete, no violations" \
    drive_gt1_frac 0.144 \
    grt_pass1_vias 44200 \
    irDropWorstVdd_uv 53.8 \
    fillers 8283 \
    crit_path_end_kind "output port" \
    cp_data_arrival_time_ns 9.62 \
    edf_count 0 \
    io_buffer_count 77 \
    drc_errors 0 \
    die_y_um 314 \
    top_regs "memData x1024" \
    worstPathRequired_ns 21.52 \
    clkLatencyLatePin_ns 0.71 \
    largest_register "memData" \
    fp.coreArea_um2 96600 \
    fmax_mhz 66.7 \
    avgSynthCellArea_um2 9.24 \
    cts_inserted_buffers 109 \
    wire_per_inst_um 32.9 \
    holdWs_ns 0.450 \
    stdcell_area_um2 53700 \
    ctsResizeCount 0 \
    cts_root_buf "clkbuf_16" \
    num_rows 114 \
    hold_violations 0 \
    slew_violations 0 \
    synth_top_cell_by_count "dfxtp_1" \
    grt_antenna_before_repair 4 \
    setup_tns_ns 0 \
    synth_seq_share 0.421 \
    cts_hold_buf 0 \
    finalClockSkew_ns 0 \
    gp_congestion 0.897 \
    clock_path_buffers 3 \
    post-cts-setup-buffers 0 \
    min_period_ns 15.00 \
    critPathKind "in2out" \
    powerDensity_nw_per_um2 65.3 \
    power_uw 3510 \
    slew_headroom 0.301 \
    largest_reg_flops 1024 \
    top_cells_by_area "dfxtp_1 42%, mux4_2 10%, a21oi_1 8.3%" \
    yosysChipArea_um2 48600 \
    die_width_um 314 \
    cts_tree "built" \
    initCoreUtil 0.504 \
    grt_pass1_wl_um 301000 \
    rsz0062_at_grt "no" \
    synthArstFlopShare 0 \
    grt_max_degree 112 \
    htree_levels 3 \
    warnings 32 \
    hpwlAfterDp_um 107000 \
    clkSinkCount 1024 \
    track_usage 0.436 \
    postSynthCellCount 5262 \
    setup_viol 0 \
    drt_wl_total_um 207000 \
    period_used_share 0.558 \
    cap_viol_max_count 0 \
    area_growth_pct 10.4 \
    cts.clk_slew.worst_paths_ns 0.06 \
    antenna_left 0 \
    yosys.cell_types.count 54 \
    ys_cells 5262 \
    syn_area_um2 48600 \
    yosysWarnings 1 \
    p_leak_uw 0.0179 \
    logic_area_um2 25600 \
    tightest_slew_ns 1.05 \
    utilization 0.556 \
    yosys_most_used_dff "dfxtp_1" \
    cp-start-kind "primary input" \
    routed-via-count 44900 \
    placed_area_um2 50000 \
    ioPinCount 78 \
]
[routing by layer]
layer / up-vias / track usage / share of wire
met4: 2 / 0.179 / 0.053
li1: 18900 / - / -
met5: - / 0 / 0.000063
met3: 666 / 0.227 / 0.16
met1: 21900 / 0.597 / 0.37
met2: 3435 / 0.596 / 0.42
[path summary, 6_finish.rpt]
kind / from / to / slack (ns) / cells past startpoint
worst min register to register: memData[445] / memData[445] / 0.45 / 2
worst min-delay path: memData[445] / memData[445] / 0.45 / 2
worst max-delay path: raddr[2] / rdata[19] / 11.90 / 8
worst max register to register: memData[1007] / memData[1007] / 26.19 / 2
[kinds of logic (layout without fill, tap and decap cells)]
logic type               Yosys count  after routing  share of synthesized area
other                              0              5                          0
AND-OR/OR-AND                   1585           1585                      0.193
flip-flops                      1024           1024                      0.421
AND/OR/NAND/NOR                 1334           1334                      0.146
adder cells (fa/ha/maj)            2              2                   0.000514
buffers and inverters            739            474                     0.0608
multiplexers                     576            576                      0.178
XOR/XNOR                           2              2                   0.000360
[layout by cell type, fill, tap and decap left out, drive strengths merged, types with 3 or more instances in the layout]
cell type	instances
a21oi	804
a221oi	24
a22oi	32
a31oi	32
buf	196
bufinv	7
clkbuf	170
clkdlybuf4s50	69
clkinv	22
clkinvlp	5
dfxtp	1024
diode	5
inv	5
mux2	64
mux2i	288
mux4	224
nand2	405
nand2b	260
nand3	201
nand4	420
nor2	7
nor2b	6
nor3	8
nor4bb	4
o2111a	3
o2111ai	14
o21ai	249
o221ai	33
o31ai	385
or2	3
[layout make-up]
class                           count  share of cell area
Antenna cell                        5            0.000233
Clock buffer                      170              0.0618
Clock inverter                     34             0.00722
Inverter                            5            0.000489
Multi-Input combinational cell   3499               0.477
Sequential cell                  1024               0.382
Tap cell                         1276              0.0297
Timing Repair Buffer              265              0.0416
[through the flow]
stage          cells  setup slack (ns)
5_1_grt         6275             11.83
4_1_cts         6273             12.07
3_3_place_gp    6069             12.13
3_5_place_dp    6069             12.08
6_report        6278             11.90
2_1_floorplan   5262             14.34
[worst max-delay path: stages]
cell,delay [ns]
buf_8,0.41
buf_4,0.65
buf_4,0.68
buf_4,0.75
mux4_2,0.36
a22oi_1,0.07
a31oi_1,0.61
clkdlybuf4s50_1,0.61
[where the power goes]
group / internal [uW] / switching [uW] / leakage (uW)
Combinational: 81.7 / 320 / 0.00781
Sequential: 1530 / 6.47 / 0.00825
Clock: 913 / 656 / 0.00182
Power and IR drop assume default switching activity.
